### /design/flow/config.mk
export PLATFORM = sky130hd
export DESIGN_NAME = ALU
export DESIGN_NICKNAME = ALU
export VERILOG_FILES = /design/flow/design.v
export SDC_FILE = /design/flow/constraint.sdc
export NUM_CORES = 4
export LEC_CHECK = 1
export CORE_UTILIZATION = 30
### /design/flow/constraint.sdc
current_design ALU

set clk_period 8.5
set clk_io_pct 0.2

create_clock -name clk0 -period $clk_period

set non_clock_inputs [all_inputs -no_clocks]
set_input_delay [expr $clk_period * $clk_io_pct] -clock clk0 $non_clock_inputs
set_output_delay [expr $clk_period * $clk_io_pct] -clock clk0 [all_outputs]
### /design/flow/design.v
module  ALU(input [31:0] inp1 , inp2 , input [3:0] sel , output reg [31:0] out , output reg signbit);
    parameter [3:0]  
    A = 4'd3 , B = 4'd6 , C = 4'd0 , D = 4'd1 , E = 4'd4 , F = 4'd5 , G = 4'd2 , H =4'd7 , J = 4'd8;
    assign signbit = out[31];
    always@(inp1 , inp2,sel)begin
        signbit =0;
         case (sel)
            A:  out = inp1 + inp2;
            B: out = inp1-inp2;
            C: out = inp1 & inp2;
            D: out = inp1 | inp2;
            E: out = inp1 << inp2;
            F: out = inp1 ^ inp2;
            G: begin
                if( inp1[31] == inp2[31]) out = (inp2 > inp1) ? 32'd1 : 32'd0;
                else if(inp1[31] == 1) out = 32'd1;
                else out = 32'd0;
            end
            H: signbit = (inp1 == inp2) ? 1 : 0;
            J: begin
                if( inp1[31] == inp2[31]) signbit = (inp2 > inp1) ? 1 : 0;
                else if(inp1[31] == 1) signbit = 1;
                else signbit = 0;
            end
            default: 
                out = 32'b0;
         endcase   
    end
endmodule
### /design/flow/run.sh
#!/bin/bash
# OpenROAD 26Q1-2900-gdf79404cd8, Yosys 0.63+post, stock flow scripts
make -C /OpenROAD-flow-scripts/flow DESIGN_CONFIG=/design/flow/config.mk WORK_HOME=/design/flow/orfs finish
==> reports/qor.json <==
{
  "outcome": {
    "run_status": "aborted with a tool error",
    "failing_step": "synthesis (1_2_yosys)",
    "error": "ERROR: Found 1 problems in 'check -assert'."
  },
  "synthesis": {
    "number_of_synthesized_flops_with_an_enable_pin": 0,
    "synth-async-reset-ratio": 0,
    "fa_ha_area_frac": 0.183,
    "post_synth_main_logic_family": "AND-OR/OR-AND gates",
    "synth-cells-yosys": 1079,
    "mux_area_frac": 0.104,
    "compound_area_frac": 0.343,
    "ys.flops": 32,
    "yosys-stat-area_mm2": 0.00741,
    "ys.warnings.count": 2,
    "post_synth_and_or_nand_nor_area_fraction": 0.204,
    "netlist-cell-type-count": 83,
    "synthDominantAreaCellType": "sky130_fd_sc_hd__ha_1",
    "top_flip_flop_cell_by_instance_count_after_synthesis": "sky130_fd_sc_hd__dlxtn_1",
    "synth_largest_type_area_fraction": 0.177,
    "main_area_contributors_after_synthesis": "sky130_fd_sc_hd__ha_1 (18%), sky130_fd_sc_hd__a21oi_1 (7.6%), sky130_fd_sc_hd__dlxtn_1 (6.5%)",
    "synth_xor_xnor_area_share": 0.00828
  }
}
-- kinds of logic after synthesis --
kind of cell	count (synthesis)
compound gates	372
simple gates	331
buf+inv	171
latches	32
fa+ha+maj	107
xor+xnor	7
mux	59
-- synth_stat cells (5+ instances only) --
cell type and n:
sky130_fd_sc_hd__nor4_1 16, sky130_fd_sc_hd__buf_4 7, sky130_fd_sc_hd__o21ai_0 55, sky130_fd_sc_hd__mux2i_1 40
sky130_fd_sc_hd__nand4_1 9, sky130_fd_sc_hd__a21o_1 16, sky130_fd_sc_hd__or2_2 6, sky130_fd_sc_hd__or3_1 7
sky130_fd_sc_hd__buf_2 12, sky130_fd_sc_hd__o22ai_1 22, sky130_fd_sc_hd__a2111oi_0 5, sky130_fd_sc_hd__o211ai_1 14
sky130_fd_sc_hd__nand2_1 89, sky130_fd_sc_hd__a221oi_1 25, sky130_fd_sc_hd__a21oi_1 112, sky130_fd_sc_hd__clkbuf_1 53
sky130_fd_sc_hd__nor2_1 117, sky130_fd_sc_hd__nand2b_1 14, sky130_fd_sc_hd__dlxtn_1 32, sky130_fd_sc_hd__a31oi_1 9
sky130_fd_sc_hd__o221ai_1 8, sky130_fd_sc_hd__ha_1 105, sky130_fd_sc_hd__a211oi_1 11, sky130_fd_sc_hd__a221o_1 7
sky130_fd_sc_hd__o21ai_1 6, sky130_fd_sc_hd__nand3_1 21, sky130_fd_sc_hd__nor3_1 31, sky130_fd_sc_hd__xnor2_1 6
sky130_fd_sc_hd__o21a_1 5, sky130_fd_sc_hd__o21bai_1 14, sky130_fd_sc_hd__and2_1 5, sky130_fd_sc_hd__mux4_2 14
sky130_fd_sc_hd__inv_1 94, sky130_fd_sc_hd__a22oi_1 11
